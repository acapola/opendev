==> ./run.sh <==
#!/bin/bash
# OpenROAD 26Q1-2900-gdf79404cd8, Yosys 0.63+post, stock flow scripts
make -C /OpenROAD-flow-scripts/flow DESIGN_CONFIG=/design/flow/config.mk WORK_HOME=/design/flow/orfs finish
==> ./constraint.sdc <==
current_design trng_apbif

set clk_period 5.1
set clk_io_pct 0.2

create_clock -name clk0 -period $clk_period [get_ports {i_clk}]

set non_clock_inputs [all_inputs -no_clocks]
set_input_delay [expr $clk_period * $clk_io_pct] -clock clk0 $non_clock_inputs
set_output_delay [expr $clk_period * $clk_io_pct] -clock clk0 [all_outputs]
==> ./config.mk <==
export PLATFORM = sky130hd
export DESIGN_NAME = trng_apbif
export DESIGN_NICKNAME = trng_apbif
export VERILOG_FILES = /design/flow/design.v
export SDC_FILE = /design/flow/constraint.sdc
export NUM_CORES = 4
export LEC_CHECK = 1
export CORE_UTILIZATION = 40
==> ./design.v <==
module trng_apbif (
output  reg  sfr_CTRL_ENABLE,	
output  reg  sfr_CTRL_READY,	
output  reg  sfr_CTRL_PP,	
output  reg  sfr_CTRL_FIFO,	
output  reg  [32-1:0] sfr_RNDDAT,
output  reg  [32-1:0] sfr_PPCONF,
output  reg  [32-1:0] sfr_SRCCONF,
output  reg  [128-1:0] sfr_SRCINIT,
output  reg  [32-1:0] sfr_SPYSEL,
input   wire sfr_CTRL_READY_wr,
input   wire sfr_CTRL_READY_wren,
input   wire [32-1:0] sfr_RNDDAT_wr,
input   wire sfr_RNDDAT_wren,
output  reg  sfr_RNDDAT_read,
input   wire        i_clk,
input   wire        i_apb_clk_en,
input   wire        PRESETn,
input   wire        PSEL,
input   wire [11:0] PADDR,
input   wire        PENABLE,
input   wire        PWRITE,
input   wire [3:0]  PSTRB,
input   wire [31:0] PWDATA,
output  reg  [31:0] PRDATA,
output  reg         PREADY,
output  reg         PSLVERR
);
wire [32-1:0]  sfr_CTRL = {{28{1'b0}}
			,sfr_CTRL_FIFO
			,sfr_CTRL_PP
			,sfr_CTRL_READY
			,sfr_CTRL_ENABLE
};
wire sfr_valid_access = PSEL & (PADDR < 36);
assign PSLVERR = 1'b0;
assign PREADY  = 1'b1;
wire sfr_write_access = sfr_valid_access & PENABLE & PWRITE & i_apb_clk_en;
wire sfr_read_access  = sfr_valid_access & ~PWRITE;
wire sfr_read_access_1st_cycle = sfr_read_access & ~PENABLE;
wire sfr_read_access_2nd_cycle = sfr_read_access & PENABLE;
reg [9:0] word_address;
always @(posedge i_clk) if(i_apb_clk_en) word_address <= PADDR[11:2];
reg read_gate; 
always @(posedge i_clk) begin
	read_gate <= i_apb_clk_en & sfr_read_access_1st_cycle;
end
reg [31:0] sfr_read_value;
always @* begin
	if(read_gate) PRDATA = sfr_read_value;
end
reg sfr_RNDDAT_read_apb;
always @* sfr_RNDDAT_read = read_gate & sfr_RNDDAT_read_apb; 
always @* begin
	sfr_read_value = 32'hDEADBEEF;
	{sfr_RNDDAT_read_apb} = {1{1'b0}};
	if (sfr_read_access) begin
		case(word_address)		
		0: sfr_read_value = sfr_CTRL;
		1: begin
			sfr_read_value = sfr_RNDDAT;
			sfr_RNDDAT_read_apb = 1'b1;
		end
		2: sfr_read_value = sfr_PPCONF;
		3: sfr_read_value = sfr_SRCCONF;
		4: sfr_read_value = sfr_SRCINIT[0*32+:32];
		5: sfr_read_value = sfr_SRCINIT[1*32+:32];
		6: sfr_read_value = sfr_SRCINIT[2*32+:32];
		7: sfr_read_value = sfr_SRCINIT[3*32+:32];
		8: sfr_read_value = sfr_SPYSEL;
		endcase
	end 
end
always @(posedge i_clk or negedge PRESETn) begin
	if(~PRESETn) begin
		sfr_CTRL_ENABLE <= 0;
		sfr_CTRL_READY <= 0;
		sfr_CTRL_PP <= 0;
		sfr_CTRL_FIFO <= 0;
		sfr_RNDDAT <= 0;
		sfr_PPCONF <= 0;
		sfr_SRCCONF <= 0;
		sfr_SRCINIT <= 0;
		sfr_SPYSEL <= 0;
    end else begin
		if(sfr_write_access) begin
			case(word_address)
			0: begin
				if (PSTRB[0]) sfr_CTRL_ENABLE <= PWDATA[0*8+0+:1];
				if (PSTRB[0]) sfr_CTRL_PP <= PWDATA[0*8+2+:1];
				if (PSTRB[0]) sfr_CTRL_FIFO <= PWDATA[0*8+3+:1];
			end
			1: begin
			end
			2: begin
				if (PSTRB[0]) sfr_PPCONF[0*8+:8] <= PWDATA[0*8+:8];
				if (PSTRB[1]) sfr_PPCONF[1*8+:8] <= PWDATA[1*8+:8];
				if (PSTRB[2]) sfr_PPCONF[2*8+:8] <= PWDATA[2*8+:8];
				if (PSTRB[3]) sfr_PPCONF[3*8+:8] <= PWDATA[3*8+:8];
			end
			3: begin
				if (PSTRB[0]) sfr_SRCCONF[0*8+:8] <= PWDATA[0*8+:8];
				if (PSTRB[1]) sfr_SRCCONF[1*8+:8] <= PWDATA[1*8+:8];
				if (PSTRB[2]) sfr_SRCCONF[2*8+:8] <= PWDATA[2*8+:8];
				if (PSTRB[3]) sfr_SRCCONF[3*8+:8] <= PWDATA[3*8+:8];
			end
			4: begin
				if (PSTRB[0]) sfr_SRCINIT[0*32+0*8+:8] <= PWDATA[0*8+:8];
				if (PSTRB[1]) sfr_SRCINIT[0*32+1*8+:8] <= PWDATA[1*8+:8];
				if (PSTRB[2]) sfr_SRCINIT[0*32+2*8+:8] <= PWDATA[2*8+:8];
				if (PSTRB[3]) sfr_SRCINIT[0*32+3*8+:8] <= PWDATA[3*8+:8];
			end
			5: begin
				if (PSTRB[0]) sfr_SRCINIT[1*32+0*8+:8] <= PWDATA[0*8+:8];
				if (PSTRB[1]) sfr_SRCINIT[1*32+1*8+:8] <= PWDATA[1*8+:8];
				if (PSTRB[2]) sfr_SRCINIT[1*32+2*8+:8] <= PWDATA[2*8+:8];
				if (PSTRB[3]) sfr_SRCINIT[1*32+3*8+:8] <= PWDATA[3*8+:8];
			end
			6: begin
				if (PSTRB[0]) sfr_SRCINIT[2*32+0*8+:8] <= PWDATA[0*8+:8];
				if (PSTRB[1]) sfr_SRCINIT[2*32+1*8+:8] <= PWDATA[1*8+:8];
				if (PSTRB[2]) sfr_SRCINIT[2*32+2*8+:8] <= PWDATA[2*8+:8];
				if (PSTRB[3]) sfr_SRCINIT[2*32+3*8+:8] <= PWDATA[3*8+:8];
			end
			7: begin
				if (PSTRB[0]) sfr_SRCINIT[3*32+0*8+:8] <= PWDATA[0*8+:8];
				if (PSTRB[1]) sfr_SRCINIT[3*32+1*8+:8] <= PWDATA[1*8+:8];
				if (PSTRB[2]) sfr_SRCINIT[3*32+2*8+:8] <= PWDATA[2*8+:8];
				if (PSTRB[3]) sfr_SRCINIT[3*32+3*8+:8] <= PWDATA[3*8+:8];
			end
			8: begin
				if (PSTRB[0]) sfr_SPYSEL[0*8+:8] <= PWDATA[0*8+:8];
				if (PSTRB[1]) sfr_SPYSEL[1*8+:8] <= PWDATA[1*8+:8];
				if (PSTRB[2]) sfr_SPYSEL[2*8+:8] <= PWDATA[2*8+:8];
				if (PSTRB[3]) sfr_SPYSEL[3*8+:8] <= PWDATA[3*8+:8];
			end
			endcase
		end else begin  
		end
		if (sfr_CTRL_READY_wren) sfr_CTRL_READY <= sfr_CTRL_READY_wr;
		if (sfr_RNDDAT_wren) sfr_RNDDAT <= sfr_RNDDAT_wr;
	end
end
endmodule
==> job_summary.md <==
## Implementation flow summary

| Metric | Value |
|---|---|
| Initial antenna violation count | 2 |
| 1st-pass router iterations | 5 |
| Worst Setup SP | word_address[0] |
| Endpoints left unconstrained | 64 |
| RSZ-0062 raised after global routing | no |
| Initial DRC Count | 453 |
| Die area | 33900 sq um |
| Status | finished, final reports clean |
| Initial Utilization | 40.7% |
| Layout area overhead | 40.4% |
| Int Power | 3730 uW |
| Synth unique cells | 64 |
| CP cell instances | nor4b_4, buf_4, and4b_1, and3_1, clkdlybuf4s50_1 |
| Post-cts repair resize count | 0 |
| Logic pwr share | 8.0% |
| Worst setup margin | 1.08 ns |
| Setup violators final | 0 |
| Tally of filler cells in the layout | 2763 |
| Worst path max stage delay | 0.86 ns |
| Leakage | 0.00805 uW |
| OpenROAD warnings | 33 |
| P_sw | 1170 uW |
| Non-filler cells in the finished layout | 1824 |
| Met3 track demand over resource | 7.74% |
| Layout Skew | 0.0151 ns |
| # Cells Yosys | 983 |
| Vias | 10100 |
| Worst-path maximum fanout | 18 |
| Post-CTS Hold Fix Bufs | 0 |
| First-pass GRT wire length | 70.6 mm |
| Top FF cell, synth | dfrtp_1 |
| Clock Power Share | 46.5% |
| Worst-path clk slew | 0.06 ns |
| Dpl cells | 1765 |
| Yosys stat chip area | 13300 sq um |
| Largest net degree at the start of global routing | 114 |
| Die width | 184 microns |
| CP Data Arrival Time | 3.00 ns |
| Ys flops | 303 |
| Setup TNS | 0 ns |
| Ys Warns | 3 |
| Core Box Area | 32600 sq um |
| Critical Path RT | 4.08 ns |
| Top Usage Layer GRT | met2 |
| Per-cell routed wire length | 26.2 microns |
| Number of H-tree levels | 1 |
| Max Slew Vio Count | 0 |
| Postcts setup bufs | 0 |
| Gpl congestion | 0.853 |
| Post-Syn Instances | 983 |
| Die Height | 184 microns |
| Met2 Track Usage GR | 47.6% |
| Sw Share | 23.9% |
| Crit. End Element | output pin |
| Layout cell share with drive strength beyond 1 | 27.8% |
| Setup CP Type | register to output pin |
| Clk latency late pin | 0.57 ns |
| Antenna-violating nets left | 0 |
| Gr ovfl total | 0 |
| Post-Syn Area | 13300 sq um |
| Worst Hold Class | primary input to asynchronous set/reset pin |
| DRC errors left | 0 |
| Asr flop ratio synth | 85.8% |
| Worst slew pin tran | 0.796 ns |
| GRT met1 Usage | 42.6% |
| Port bufs | 379 |
| TritonCTS clock tree | built |
| PwrDens | 263 nW/um^2 |
| Register pins left without a clock | 32 |
| Detailed Place HPWL | 31.6 mm |
| Post-layout minimum cycle time | 4.02 ns |
| Max transition margin | 46.9% |
| Max Root-Sink Buffers | 3 |
| # IOs | 384 |
| Count of final hold-check violations | 0 |
| Vias in the first global route | 10600 |
| Slowest cell on crit path | edfxtp_1 |
| Post-synth EDFFs | 10 |
| Worst VDD drop | 273 uV |
| Root Buffer | clkbuf_16 |
| Max_cap viols | 0 |
| Worst R2R Start | word_address[0] |
| Total GRT Usage | 29.7% |
| CTS buffer count | 31 |
| Pwr Total | 4910 uW |
| Startpoint types | register |
| Fmax | 249 MHz |
| Total routed wirelength | 47.8 mm |
| Pre-CTS setup slack | 1.12 ns |
| Cycle use final | 78.7% |
| Seq pwr share | 45.5% |
| Row cnt | 66 |
| Vias per cell | 5.56 |
| Mapped Avg Cell Area | 13.5 sq um |
worst max-delay path: cells and delay by family (launching register included):
family                 cells  cell delay (ns)
flip-flops                 1             0.86
buffers and inverters      2             0.86
AND/OR/NAND/NOR            3             0.70
kinds of logic after synthesis:
logic type	synth area share (%)
compound gates	8.21
buf+inv	2.00
flops	51.4
latches	3.62
mux	26.2
other cells	0.0565
simple gates	8.50
synthesized netlist by cell type (4+ instances only):
cell type    n  area (sq um)
a21oi_1     25           125
a22o_1      11          96.3
a22oi_1     20           150
and3b_1      6          52.6
and4_1       5          43.8
buf_1        5          18.8
buf_2       19          95.1
clkbuf_1    34           128
dfrtp_1    260          6510
dlxtp_1     32           480
edfxtp_1    10           300
mux2_1       4          45.0
mux2_2     261          2940
mux2i_1     50           500
nand2_1     23          86.3
nand3_1      8          40.0
nand3b_1     7          52.6
nand4_1      9          56.3
nand4_2      4          50.1
nand4b_1    16           140
nor2_1       5          18.8
nor2_2      25           156
nor2b_1      4          25.0
o2111ai_1   15           131
o211ai_1     6          45.0
o21ai_0     18          90.1
o22a_1       5          43.8
o2bb2ai_1   23           201
o31a_1       4          35.0
or4bb_1     13           146
placed cells by master (no fill, tap or decap), types with 3 or more instances in the layout:
cell and count:
o211ai_1 6, edfxtp_1 10, nand2_1 23, o22a_1 5, a31oi_1 3, a222oi_1 3
o2111ai_1 15, nand3_1 8, nor2_1 5, a32oi_1 3, mux2i_1 50, nor2b_2 3
clkdlybuf4s50_1 377, mux2_1 4, and3b_1 6, and4_1 5, clkbuf_8 10, nand4b_1 16
o31a_1 4, dlxtp_1 32, clkbuf_1 5, nor2_2 25, nand4_1 9, a21oi_1 25
or4bb_1 13, a22o_1 11, buf_12 3, clkbuf_16 31, nand3b_1 7, a22oi_1 20
buf_4 19, clkinv_2 7, or2_1 3, nor3_1 3, dfrtp_1 260, mux2_2 261
o2bb2ai_1 23, nand4_2 4, o21ai_0 18
layout make-up:
cell class	instances	area, sq um	area share [%]
Inverter	1	3.75	0.0201
Clock buffer	46	932	5.00
Antenna cell	1	2.50	0.0134
Sequential cell	303	7310	39.2
Clock inverter	12	120	0.644
Tap cell	442	553	2.97
Timing Repair Buffer	401	4000	21.4
Multi-Input combinational cell	618	5740	30.8
metrics by stage:
| stage | cell area (sq um) | utilization, % | hold WS [ns] |
|---|---|---|---|
| final | 18700 | 57.2 | 0.325 |
| after floorplan | 13300 | - | 0.458 |
| after detailed placement | 17600 | 53.9 | 0.511 |
| after global placement | 17600 | 53.9 | 0.503 |
| after CTS | 18600 | 57.2 | 0.322 |
| after global routing | 18700 | 57.2 | 0.338 |
flip-flops by register name, summed over array words and instances, names as in the netlist, 10 cells and up:
| signal | count |
|---|---|
| sfr_SRCINIT | 128 |
| sfr_SPYSEL | 32 |
| word_address | 10 |
| sfr_PPCONF | 32 |
| sfr_RNDDAT | 32 |
| sfr_SRCCONF | 32 |
| PRDATA | 32 |
per-layer routing:
metal	vias up	wire [microns]
met4	2	1010
met2	376	22700
li1	4470	-
met5	-	13
met3	63	3730
met1	5228	20300
final timing paths:
kind                                     to  slack, ns  cells after the start
min                        sfr_SRCINIT[122]       0.33                      1
min in group clk0          sfr_SRCINIT[122]       0.51                      1
min reg2reg                sfr_SRCINIT[122]       0.51                      1
max in group asynchronous  sfr_SRCINIT[112]       3.82                      2
max reg2reg                 sfr_SRCCONF[21]       1.81                      5
max                         sfr_RNDDAT_read       1.08                      5
power by group through the flow:
stage         sequential, uW  combinational, uW  clock (uW)
finish                  2230                392        2280
global route            2240                421        2410
CTS                     2230                397        2320
Power and IR drop assume default switching activity.
